<file path="run.sh">
#!/bin/bash
# OpenROAD 26Q1-2900-gdf79404cd8, Yosys 0.63+post, stock flow scripts
make -C /OpenROAD-flow-scripts/flow DESIGN_CONFIG=/design/flow/config.mk WORK_HOME=/design/flow/orfs finish
</file>
<file path="config.mk">
export PLATFORM = sky130hd
export DESIGN_NAME = ourALU
export DESIGN_NICKNAME = ourALU
export VERILOG_FILES = /design/flow/design.v
export SDC_FILE = /design/flow/constraint.sdc
export NUM_CORES = 4
export LEC_CHECK = 1
export CORE_UTILIZATION = 30
</file>
<file path="constraint.sdc">
current_design ourALU

set clk_period 31.5
set clk_io_pct 0.2

create_clock -name clk0 -period $clk_period

set non_clock_inputs [all_inputs -no_clocks]
set_input_delay [expr $clk_period * $clk_io_pct] -clock clk0 $non_clock_inputs
set_output_delay [expr $clk_period * $clk_io_pct] -clock clk0 [all_outputs]
</file>
<file path="design.v">
module ourALU(a,b,ALUControl,result,zero);
 parameter n = 63;
 input [n:0]a;
 input [n:0]b;
 input [3:0]ALUControl;
 output reg [n:0] result;
 output zero;
 always @(*)
  begin
   case(ALUControl)
   4'b0000: result = a & b;
   4'b0001: result = a | b;
   4'b0010: result = a + b;
   4'b0110: result = a - b;
   default: result = a + b;
   endcase
  end
 assign zero = (result==64'd0) ? 1'b1: 1'b0;
endmodule
</file>
==> CHANGELOG.md <==
### Physical design

* Routability Congestion at 0.963
* Yosys cell types at 75
* First-pass GRT wire length at 47.6 mm
* DRT iter0 DRCs at 629
* Sequential share of power at 0%
* Row count at 56
* Cycle use final at 63.0%
* RSZ-0062 raised after global routing: false
* Power share of the combinational group at 100.0%
* WL per Instance at 19.6 um
* Fill cells at 2526
* Netlist Area Pre-Place at 7220 um^2
* Crit path arrival time at 13.54 ns
* Cell area leaders: ha_1 11%, a21oi_1 8.0%, xor2_1 7.3%
* Sw Pwr at 0.121 mW
* CP delay by family, top: simple AND/OR/NAND/NOR gates
* Total iterations of the first detailed-routing run at 5
* YS warnings at 1
* Final instance area at 9420 um^2
* Final Max Slew Viols at 0
* Worst min path class: in2out
* Port buffer count at 197
* CP Capture Type: primary output
* Slew HR at 42.8%
* Register area at 0 um^2
* Mapped Cells at 1117
* Max Cap Violations at 0
* Slowest stage delay, CP at 0.57 ns
* ANT nets after route at 0
* Post-synth top area share at 11.4%
* Worst setup margin at 11.66 ns
* Post-CTS Setup Repair Bufs at 0
* Grt ovf at 0
* Antenna violations before repair at 0
* Pint at 0.111 mW
* Number of vias in the routed layout at 8935
* Layout cells sized above 1 at 3.03%
* Fin Hold WS at 13.62 ns
* CLK BUF at 0
* Fin util at 40.0%
* Max Clock Freq at 50.4 MHz
* Status: completed
* Startpoint types: input port
* Max FO, Critical Path at 6
* Area Growth Syn to Fin at 30.3%
* Placed Area at 9420 um^2
* Seq_cells at 0
* Gate Area at 6900 um^2
* CP cell instances: clkdlybuf4s50_1 > or4_4 > or3_4 > nor4_4 > nand3_2 > nor3_1 > nand2_1 > or4_1 > nor4_1 > nor2_1 > xnor2_1 > ha_1 > nand4_1 > or2_2 > a2111oi_2 > a211o_1 > a21oi_1 > xor2_1 > o2111ai_1 > nor4_1 > or4b_1 > nor3_1 > and4b_1 > clkdlybuf4s50_1
* Height of the die at 157 um
* PwrDens at 24.6 nW/um^2
* Worst Path Required at 25.20 ns
* Die Wd at 157 um
* Setup Crit Path Kind: in2out
* Clock Power Share at 0%
* Final HPWL DP at 25.7 mm
* TNS Setup at 0 ns
* # diodes at 0
* I/O Pins at 197
* Seq share, synth at 0%
* Worst Tran Pin Value at 0.848 ns
* Chip footprint at 24700 um^2
* Pre-CTS setup slack at 11.72 ns
* Tot GR Track Use at 24.9%
* Hold buffers post-CTS at 0
* Vias in the first global route at 8456
* Slowest stage cell on the critical path: or4_4
* YS chip area at 7220 um^2
* Yosys stat cell total at 1117
* Initial Utilization at 30.7%
* Max IR drop VDD at 0.0107 mV
* Placed cell count at 1572
* Total Wirelength at 30.9 mm
* Final min period at 19.84 ns
* Switching share of power at 52.1%
* Core area at 23500 um^2
* Pwr Total at 0.231 mW
* Avg Vias per Cell at 5.68
* Cts repair resizes at 0
* LEAKAGE at 3.50 nW
* Final hold violation count at 0
* Worst Path Buf+Inv at 2
* Syn avg cell area at 6.47 um^2
* Pin count of the biggest net entering global routing at 104
* Residual DRC at 0
* Post-synth top area cell: ha_1
* Non-filler instance count after layout at 1572
* Tool Warnings at 36
* Setup-failing EPs final at 0
final cells by class:
cell class / instances / share of cell area [%]
Multi-Input combinational cell: 1026 / 73.3
Tap cell: 319 / 4.24
Timing Repair Buffer: 203 / 21.5
Inverter: 24 / 0.957
worst min-delay path, delay by kind of cell:
family | cells | cell delay (ns)
compound gates | 2 | 0.27
buf+inv | 2 | 0.69
final timing paths:
kind | slack [ns] | startpoint | depth (start not counted) | to
hold / removal | 13.62 | ALUControl[0] | 4 | result[24]
setup / recovery | 11.66 | b[14] | 24 | zero
routing by layer:
| layer | vias up | routed length [um] | track usage [%] | part of all wire [%] |
|---|---|---|---|---|
| li1 | 4459 | - | - | - |
| met1 | 4118 | 14300 | 34.6 | 46 |
| met2 | 316 | 14000 | 41.5 | 45 |
| met3 | 42 | 1680 | 1.91 | 5.4 |
| met4 | 0 | 881 | 6.47 | 2.9 |
| met5 | - | 0 | 0 | 0 |
placed cells by master (no fill, tap or decap), types with 28 or more instances in the layout:
cell             netlist  final
a21o_1                28     28
a21oi_1              115    115
clkdlybuf4s50_1        0    196
ha_1                  66     66
maj3_1                52     52
nand2_1              128    128
nand4_1               28     28
nor2_1                86     86
nor3_1                37     36
o21ai_0              104    104
xnor2_1               48     48
xor2_1                60     60
cells by family after synthesis:
group,Yosys count,synth area share [%]
fa+ha+maj,119,18.9
xor+xnor,109,13.3
compound gates,397,34.6
buf+inv,91,4.87
mux,4,0.554
simple gates,397,27.8
synth_stat cells, drive strengths merged (7+ instances only):
master / number
nand2: 128
a21oi: 115
o21ai: 108
nor2: 86
ha: 66
xor2: 61
clkbuf: 55
maj3: 52
xnor2: 48
nor3: 37
a21o: 28
nand4: 28
inv: 24
o31ai: 24
or3: 22
nand3: 19
a211oi: 17
a31oi: 17
nor4: 14
a211o: 12
buf: 12
o21a: 12
o21bai: 12
nand2b: 9
and3: 8
and2: 7
power groups by stage:
stage / sequential (mW) / clock (mW) / combinational (mW)
global route: 0 / 0 / 0.252
finish: 0 / 0 / 0.231
CTS: 0 / 0 / 0.230
Power figures rest on the tool's default switching activity, not on a simulated workload.
