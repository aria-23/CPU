===== /design/flow/config.mk =====
export PLATFORM = sky130hd
export DESIGN_NAME = pc
export DESIGN_NICKNAME = pc
export VERILOG_FILES = /design/flow/design.v
export SDC_FILE = /design/flow/constraint.sdc
export NUM_CORES = 4
export LEC_CHECK = 1
export CORE_UTILIZATION = 40

===== /design/flow/run.sh =====
#!/bin/bash
# OpenROAD 26Q1-2900-gdf79404cd8, Yosys 0.63+post, stock flow scripts
make -C /OpenROAD-flow-scripts/flow DESIGN_CONFIG=/design/flow/config.mk WORK_HOME=/design/flow/orfs finish

===== /design/flow/design.v =====
module pc(  clk , data_out , pcout , reset ,write);
input clk , reset,write;
parameter n=63;
input [n:0] data_out ;
output  reg [n:0]  pcout;
always @(posedge clk)
begin
    if(reset)
        pcout = 0 ;
    else
       if (write)
          pcout = data_out ;
end
endmodule 

===== /design/flow/constraint.sdc =====
current_design pc

set clk_period 1.0
set clk_io_pct 0.2

create_clock -name clk0 -period $clk_period [get_ports {clk}]

set non_clock_inputs [all_inputs -no_clocks]
set_input_delay [expr $clk_period * $clk_io_pct] -clock clk0 $non_clock_inputs
set_output_delay [expr $clk_period * $clk_io_pct] -clock clk0 [all_outputs]

==> reports/qor.yml <==
status: "completed"
grt-busiest-layer: "met1"
die-area_sq_mm: 0.006034
hold_path_startpoint: "reset"
p_leak_nw: 1.762
mux_share: 0.2796
worst_setup_hold_path_clk_slew_ns: 0.07
r2r_start: "pcout[53]"
drt_pass1_iterations: 2
numCtsBuffers: 9
crit_start: "pcout[51]"
dpl_cell_area_sq_mm: 0.003646
hold_path_class: "in2reg"
rsz0062_at_grt: "yes"
grt_max_degree: 41
crit_path_end: "pcout[51]"
cts_tree: "done"
tightest_slew_ns: 0.1589
holdBufCountCts: 0
via_count: 1838
period_used_share: 0.9637
top_area_cell: "dfxtp_1"
timing.final.crit_period_ns: 0.9637
setup-tns-final_ns: 0
crit_buf_inv: 1
warnings: 27
clkLatencyLatePin_ns: 0.32
syn2layout_area_growth_pct: 56.20
die_h_um: 77.68
use_met3: 0.05974
timing.critical_path.from_type: "flop"
rr_worst_depth: 2
hold_viol: 0
worst-endpoint-required_ns: 0.80
grt_usage: 0.1777
ys_sh_xor: 0
ios: 131
overflow: 0
antenna_cells: 0
grt_use_met2: 0.2531
crit_fanout: 2
synth_warnings: 1
endpoint_kind: "output port"
synthTopCellsByArea: "dfxtp_1 (56%), mux2i_1 (28%), nor2_1 (10%)"
drive_above_1_share: 0.4402
power_density_mw_per_mm2: 1522
synth_seq_share: 0.5593
slew_headroom: 0.8910
dp_hpwl_um: 3439
largest_reg_flops: 64
critPathTopFamily: "flip-flops"
antenna_found_initial: 0
worst-r2r-setup-slack_ns: 0.37
syn_area_sq_mm: 0.002291
post_cts_buffers: 0
adder_share: 0
ir_worst_vdd_v: 0.001137
max_clock_freq_ghz: 1.038
ys_cells: 206
fp_util: 0.4160
post_cts_resize_count: 256
wire_per_inst_um: 12.40
max_stage_delay_ns: 0.32
die_w_um: 77.68
clock_skew_ns: 0
slew_viol_final: 0
drt_iter0_drc: 51
synth.top_cell.area_share: 0.5593
ys_sh_simple: 0.1049
cp_num_cells: 1
p_total_w: 0.005448
cp.arrival_ns: 0.76
std_cell_rows: 27
slowest_stage: "dfxtp_2"
cts_buffer_depth: 2
viasPerCell: 4.429
synth_chip_area_sq_mm: 0.002291
grt_pass1_vias: 1779
htreeDepth: 3
crit_chain: "buf_2"
drc: 0
cts.sinks: 64
io_buffers: 130
critPathKind: "reg2out"
cap_violations: 0
fin_area_sq_mm: 0.003578
yosys.area_share.aoi: 0
syn_inst: 206
place_congestion: 0.7302
setup_viol_count_final: 0
root_buffer: "clkbuf_8"
use_met1: 0.2723
fin_util: 0.6499
synth_cell_types: 7
wl_um: 5147
synth-seq-cells: 64
syn_avg_cell_area_sq_um: 11.12
grt_first_pass_wirelength_um: 8321
synthTopLogicFamily: "multiplexers"
core-area_sq_mm: 0.005507
r2r-end: "pcout[53]"
detail-route-antenna-nets: 0
-- worst reg2reg max path: stages (launching register included) --
cell and delay [ns]:
dfxtp_2 0.32, mux2i_1 0.15, nor2_1 0.05
-- cells in the final DEF (no fill, tap or decap) --
cell and n:
clkdlybuf4s50_1 64, buf_12 5, buf_4 1, clkinv_2 4, buf_2 65, nor2_1 64, clkbuf_8 10, mux2i_1 64
dfxtp_2 64, clkinvlp_4 2
-- cells in the mapped netlist (all sizes together) --
| cell | count |
|---|---|
| buf | 13 |
| dfxtp | 64 |
| mux2i | 64 |
| clkbuf | 1 |
| nor2 | 64 |
-- worst min path at each step --
stage	to	slack (ns)	depth (start not counted)
finish	pcout[50]	0.27	3
CTS	pcout[48]	0.27	3
global route	pcout[48]	0.26	3
-- through the flow --
stage	hold slack, ns	instances	setup slack (ns)
after floorplan	0.3468	206	0.1459
after global placement	0.4704	399	0.003805
after detailed placement	0.4827	399	0.006582
after CTS	0.2673	415	0.02333
after global routing	0.2598	415	-0.006425
final	0.2688	415	0.03629
-- power by group --
group / internal, W / leakage, nW / total (W) / switching [W]
combinational: 0.000500 / 1.12 / 0.000745 / 0.000245
clock: 0.000947 / 0.0878 / 0.00191 / 0.000959
sequential: 0.00273 / 0.551 / 0.00280 / 0.0000658
-- cells by family after synthesis --
group / count (synthesis)
muxes: 64
buffers and inverters: 14
DFF: 64
and+or+nand+nor: 64
-- cell type report --
cell class,instances,area (sq um)
repair buffers,135,1074
flip-flops and latches,64,1361
clock buffers,10,137.6
fillers,490,1928
multi-input cells,128,880.8
well taps,72,90.09
clock inverters,6,35.03
-- layer usage --
layer / vias up / wire length, um
li1: 947 / -
met1: 800 / 2408
met2: 85 / 2182
met3: 6 / 508
met4: 0 / 48
met5: - / 0
Power is estimated from default activity; no workload was simulated.
